[./run.sh]
#!/bin/bash
# OpenROAD 26Q1-2900-gdf79404cd8, Yosys 0.63+post, stock flow scripts
make -C /OpenROAD-flow-scripts/flow DESIGN_CONFIG=/design/flow/config.mk WORK_HOME=/design/flow/orfs finish
[./config.mk]
export PLATFORM = sky130hd
export DESIGN_NAME = shift_add_multiplier
export DESIGN_NICKNAME = shift_add_multiplier
export VERILOG_FILES = /design/flow/design.v
export SDC_FILE = /design/flow/constraint.sdc
export NUM_CORES = 4
export LEC_CHECK = 1
export CORE_UTILIZATION = 30
[./constraint.sdc]
current_design shift_add_multiplier

set clk_period 23.2
set clk_io_pct 0.2

create_clock -name clk0 -period $clk_period [get_ports {clk}]

set non_clock_inputs [all_inputs -no_clocks]
set_input_delay [expr $clk_period * $clk_io_pct] -clock clk0 $non_clock_inputs
set_output_delay [expr $clk_period * $clk_io_pct] -clock clk0 [all_outputs]
[./design.v]
interface banked_mem_itf(
    input   bit         clk,
    input   bit         rst
);
    logic   [31:0]      addr;
    logic               read;
    logic               write;
    logic   [63:0]      wdata;
    logic               ready;
    logic   [31:0]      raddr;
    logic   [63:0]      rdata;
    logic               rvalid;
    bit                 error = 1'b0;
    modport dut (
        input           clk,
        input           rst,
        output          addr,
        output          read,
        output          write,
        output          wdata,
        input           ready,
        input           raddr,
        input           rdata,
        input           rvalid
    );
    modport mem (
        input           clk,
        input           rst,
        input           addr,
        input           read,
        input           write,
        input           wdata,
        output          ready,
        output          rdata,
        output          raddr,
        output          rvalid,
        output          error
    );
    modport mon (
        input           clk,
        input           rst,
        input           addr,
        input           read,
        input           write,
        input           wdata,
        input           ready,
        input           rdata,
        input           raddr,
        input           rvalid,
        input           error
    );
endinterface
interface mem_itf(
    input   bit         clk,
    input   bit         rst
);
    logic   [31:0]      addr;
    logic   [3:0]       rmask;
    logic   [3:0]       wmask;
    logic   [31:0]      rdata;
    logic   [31:0]      wdata;
    logic               resp;
    bit                 error = 1'b0;
    modport dut (
        input           clk,
        input           rst,
        output          addr,
        output          rmask,
        output          wmask,
        input           rdata,
        output          wdata,
        input           resp
    );
    modport mem (
        input           clk,
        input           rst,
        input           addr,
        input           rmask,
        input           wmask,
        output          rdata,
        input           wdata,
        output          resp,
        output          error
    );
    modport mon (
        input           clk,
        input           rst,
        input           addr,
        input           rmask,
        input           wmask,
        input           rdata,
        input           wdata,
        input           resp,
        output          error
    );
endinterface
interface mon_itf(
    input   bit             clk,
    input   bit             rst
);
            logic           valid [8];
            logic   [63:0]  order [8];
            logic   [31:0]  inst [8];
            logic           halt [8];
            logic   [4:0]   rs1_addr [8];
            logic   [4:0]   rs2_addr [8];
            logic   [31:0]  rs1_rdata [8];
            logic   [31:0]  rs2_rdata [8];
            logic   [4:0]   rd_addr [8];
            logic   [31:0]  rd_wdata [8];
            logic   [31:0]  pc_rdata [8];
            logic   [31:0]  pc_wdata [8];
            logic   [31:0]  mem_addr [8];
            logic   [3:0]   mem_rmask [8];
            logic   [3:0]   mem_wmask [8];
            logic   [31:0]  mem_rdata [8];
            logic   [31:0]  mem_wdata [8];
            bit             error = 1'b0;
endinterface
package rv32i_types;
  typedef enum bit [6:0] {
    lui_opcode   = 7'b0110111,  
    auipc_opcode = 7'b0010111,  
    jal_opcode   = 7'b1101111,  
    jalr_opcode  = 7'b1100111,  
    br_opcode    = 7'b1100011,  
    load_opcode  = 7'b0000011,  
    store_opcode = 7'b0100011,  
    imm_opcode   = 7'b0010011,  
    reg_opcode   = 7'b0110011,   
    csr_opcode   = 7'b1110011   
  } rv32i_opcode;
  typedef enum bit [2:0] {
    add_funct3  = 3'b000,   
    sll_funct3  = 3'b001,
    slt_funct3  = 3'b010,
    sltu_funct3 = 3'b011,
    axor_funct3 = 3'b100,
    sr_funct3   = 3'b101,   
    aor_funt3   = 3'b110,
    aand_funct3 = 3'b111
  } arith_funct3_t;
  typedef enum bit [2:0] {
    beq_funct3  = 3'b000,
    bne_funct3  = 3'b001,
    blt_funct3  = 3'b100,
    bge_funct3  = 3'b101,
    bltu_funct3 = 3'b110,
    bgeu_funct3 = 3'b111
  } branch_funct3_t;
  typedef enum bit [2:0] {
    lb_funct3  = 3'b000,
    lh_funct3  = 3'b001,
    lw_funct3  = 3'b010,
    lbu_funct3 = 3'b100,
    lhu_funct3 = 3'b101
  } load_funct3_t;
  typedef enum bit [2:0] {
    sb_funct3 = 3'b000,
    sh_funct3 = 3'b001,
    sw_funct3 = 3'b010
  } store_funct3_t;
  typedef enum bit [6:0] {
    base_funct7    = 7'b0000000,
    variant_funct7 = 7'b0100000,
    multiply_funct7 = 7'b0000001
  } arith_funct7_t;
  typedef enum bit [2:0] {
    add_alu_op = 3'b000,
    sll_alu_op = 3'b001,
    sra_alu_op = 3'b010,
    sub_alu_op = 3'b011,
    xor_alu_op = 3'b100,
    srl_alu_op = 3'b101,
    or_alu_op  = 3'b110,
    and_alu_op = 3'b111
  } alu_ops_t;
  typedef enum bit [2:0] {
    beq_cmp_op  = 3'b000,
    bne_cmp_op  = 3'b001,
    blt_cmp_op  = 3'b100,
    bge_cmp_op  = 3'b101,
    bltu_cmp_op = 3'b110,
    bgeu_cmp_op = 3'b111
  } cmp_ops_t;
  typedef enum bit [2:0] {
    mul_funct3 = 3'b000,
    mulh_funct3 = 3'b001,
    mulhsu_funct3 = 3'b010,
    mulhu_funct3 = 3'b011,
    div_funct3 = 3'b100,
    udiv_funct3 = 3'b101,
    rem_funct3 = 3'b110,
    urem_funct3 = 3'b111
  } mul_funct3_t;
  typedef enum bit [1:0] {
    mul_unsigned_unsigned = 2'b00,
    mul_signed_signed = 2'b01,
    mul_signed_unsigned = 2'b10
  } mul_type_t;
  typedef enum bit [2:0] {
    lb_mem  = 3'b000,
    lh_mem  = 3'b001,
    lw_mem  = 3'b010,
    lbu_mem = 3'b100,
    lhu_mem = 3'b101
  } load_ops_t;
  typedef enum bit [2:0] {
    sb_mem = 3'b000,
    sh_mem = 3'b001,
    sw_mem = 3'b010
  } store_ops_t;
  typedef struct packed {
    logic [31:0] pc;
    logic [31:0] pc_next;
    logic [63:0] order;
    logic        valid;
    logic [31:0] inst;
    logic [4:0]  rs1_s;
    logic [4:0]  rs2_s;
    logic [31:0] rs1_v;
    logic [31:0] rs2_v;
    logic [4:0]  rd_s;
    logic [31:0] rd_d;
    logic [31:0] mem_addr;
    logic [3:0]  mem_rmask;
    logic [3:0]  mem_wmask;
    logic [31:0] mem_wdata;
    logic [31:0] mem_rdata;
  } rvfi_t;
endpackage
package cache_types;
  typedef enum bit [1:0] {
    Hit_Read_Clean = 2'b00,   
    Hit_Write_Dirty = 2'b01,   
    Miss_Replace = 2'b10   
  } Sram_op_t;
  typedef enum bit [1:0] {
    Way_A = 2'b11,
    Way_B = 2'b10,
    Way_C = 2'b01,
    Way_D = 2'b00
  } PLRU_Way_t;
  typedef enum bit [3:0] {
    Way_A_4 = 4'b1000,
    Way_B_4 = 4'b0100,
    Way_C_4 = 4'b0010,
    Way_D_4 = 4'b0001
  } PLRU_Way_4_t;
  typedef enum bit [1:0] {
    Hit = 2'b11,
    Dirty_Miss = 2'b10,
    Clean_Miss = 2'b01
  } Hit_Miss_t;
endpackage
module shift_add_multiplier #(
    parameter int unsigned OPERAND_WIDTH = 32
) (
    input logic clk,
    input logic rst,
    input logic move_flush,
    input logic start,
    input logic [1:0] mul_type,
    input logic [OPERAND_WIDTH-1:0] a,
    input logic [OPERAND_WIDTH-1:0] b,
    output logic [2*OPERAND_WIDTH-1:0] p,
    output logic done
);
  enum int unsigned {
    IDLE,
    SHIFT,
    ADD,
    DONE
  }
      curr_state, next_state;
  localparam int unsigned OP_WIDTH_LOG = $clog2(OPERAND_WIDTH);
  logic [ OP_WIDTH_LOG-1:0] counter;
  logic [OPERAND_WIDTH-1:0] b_reg;
  logic [2*OPERAND_WIDTH-1:0]
      accumulator, a_reg;   
  logic neg_result;
  always_comb begin : state_transition
    next_state = curr_state;
    unique case (curr_state)
      IDLE:    next_state = start ? ADD : IDLE;
      ADD:     next_state = SHIFT;
      SHIFT:   next_state = (counter == (OP_WIDTH_LOG)'(OPERAND_WIDTH - 1)) ? DONE : ADD;
      DONE:    next_state = start ? DONE : IDLE;
      default: next_state = curr_state;
    endcase
  end : state_transition
  always_comb begin : state_outputs
    done = '0;
    p = '0;
    unique case (curr_state)
      DONE: begin
        done = 1'b1;
        unique case (mul_type)
          2'b00: p = accumulator[2*OPERAND_WIDTH-1:0];
          2'b01, 2'b10:
          p = neg_result ? (~accumulator[2*OPERAND_WIDTH-1-1:0]) + 1'b1 : accumulator;
          default: ;
        endcase
      end
      default: ;
    endcase
  end : state_outputs
  always_ff @(posedge clk) begin
    if (rst || move_flush) begin
      curr_state <= IDLE;
      a_reg <= '0;
      b_reg <= '0;
      accumulator <= '0;
      counter <= '0;
      neg_result <= '0;
    end else begin
      curr_state <= next_state;
      unique case (curr_state)
        IDLE: begin
          if (start) begin
            accumulator <= '0;
            unique case (mul_type)
              2'b00: begin
                neg_result <= '0;   
                a_reg <= {{OPERAND_WIDTH{1'b0}}, a};
                b_reg <= b;
              end
              2'b01: begin
                neg_result <= (a[OPERAND_WIDTH-1] ^ b[OPERAND_WIDTH-1]) && ((a != '0) && (b != '0));
                a_reg <= (a[OPERAND_WIDTH-1]) ? {OPERAND_WIDTH * {1'b0}, (~a + 1'b1)} : a;
                b_reg <= (b[OPERAND_WIDTH-1]) ? {(~b + 1'b1)} : b;
              end
              2'b10: begin
                neg_result <= a[OPERAND_WIDTH-1];
                a_reg <= (a[OPERAND_WIDTH-1]) ? {OPERAND_WIDTH * {1'b0}, (~a + 1'b1)} : a;
                b_reg <= b;
              end
              default: ;
            endcase
          end
        end
        ADD: if (b_reg[0]) accumulator <= accumulator + a_reg;
        SHIFT: begin
          a_reg   <= a_reg << 1;
          b_reg   <= b_reg >> 1;
          counter <= counter + 1'b1;
        end
        DONE: counter <= '0;
        default: ;
      endcase
    end
  end
endmodule
==> impl_metrics.xml <==
<?xml version="1.0" encoding="UTF-8"?>
<metrics>
  <group name="route">
    <metric name="drc" unit="">0</metric>
    <metric name="drt-met1-wl" unit="um">22700</metric>
    <metric name="dr.max_layer_used" unit="">met5</metric>
    <metric name="wl_per_cell" unit="um">16.6</metric>
    <metric name="detailroute.wirelength.met3" unit="um">3360</metric>
    <metric name="via_per_inst" unit="">5.44</metric>
    <metric name="drt.antenna.violating_nets" unit="">0</metric>
    <metric name="num_vias" unit="">14700</metric>
    <metric name="detailroute.wirelength.met2" unit="um">17900</metric>
    <metric name="detail_route.iter0.violations" unit="">1478</metric>
    <metric name="first_pass_iters" unit="">5</metric>
    <metric name="wl" unit="um">44800</metric>
  </group>
  <group name="placed_design">
    <metric name="port_buffers" unit="">134</metric>
    <metric name="place.gp.congestion" unit="">1.00</metric>
    <metric name="hpwlAfterDp" unit="um">34200</metric>
  </group>
  <group name="final_timing">
    <metric name="drv_slew" unit="">0</metric>
    <metric name="worst_hold_slack" unit="ns">0.451</metric>
    <metric name="crit_share_post_route" unit="%">53.6</metric>
    <metric name="slew_worst_pin" unit="ns">0.803</metric>
    <metric name="fmax" unit="MHz">80.4</metric>
    <metric name="rsz0062_at_grt" unit="">false</metric>
    <metric name="setup_viol" unit="">0</metric>
    <metric name="final.setup.tns" unit="ns">0</metric>
    <metric name="slew_headroom" unit="%">46.3</metric>
    <metric name="hold_viol_final" unit="">0</metric>
    <metric name="skew" unit="ns">0.0141</metric>
    <metric name="min_period" unit="ns">12.43</metric>
  </group>
  <group name="synth">
    <metric name="synth_warnings" unit="">1</metric>
    <metric name="synthesis.instances" unit="">2029</metric>
    <metric name="number_of_synthesized_flops_with_an_enable_pin" unit="">0</metric>
    <metric name="top_cells_by_area" unit="">sky130_fd_sc_hd__dfxtp_1, sky130_fd_sc_hd__nand2_1, sky130_fd_sc_hd__a21oi_1</metric>
    <metric name="syn_area_per_cell" unit="um^2">6.88</metric>
    <metric name="netlist.top_cell.by_area" unit="">sky130_fd_sc_hd__dfxtp_1</metric>
    <metric name="seq_area_frac_synth" unit="%">24.4</metric>
    <metric name="ys_dominant_reg_cell" unit="">sky130_fd_sc_hd__dfxtp_1</metric>
    <metric name="synthMostInstantiatedCell" unit="">sky130_fd_sc_hd__nand2_1</metric>
    <metric name="top_cells_by_count" unit="">sky130_fd_sc_hd__nand2_1, sky130_fd_sc_hd__a21oi_1, sky130_fd_sc_hd__o21ai_0, sky130_fd_sc_hd__dfxtp_1, sky130_fd_sc_hd__nor2_1</metric>
    <metric name="synth_area" unit="um^2">13900</metric>
    <metric name="yosys.stat.chipArea" unit="um^2">13900</metric>
    <metric name="yosys-stat-cells" unit="">2029</metric>
    <metric name="yosys_register_bits" unit="">170</metric>
    <metric name="synth_async_sr_flop_share" unit="%">0</metric>
    <metric name="synth.top_cell.area_share" unit="%">24.4</metric>
    <metric name="synth_cell_type_count" unit="">86</metric>
  </group>
  <group name="clocking">
    <metric name="cts_repair_resized_insts" unit="">0</metric>
    <metric name="numCtsBuffers" unit="">17</metric>
    <metric name="clock_tree.buffer_depth" unit="">2</metric>
    <metric name="clkSinkCount" unit="">170</metric>
    <metric name="cts.root.buffer_cell" unit="">sky130_fd_sc_hd__clkbuf_16</metric>
    <metric name="holdBufCountCts" unit="">0</metric>
    <metric name="clock.latency.late_pin" unit="ns">0.48</metric>
    <metric name="htreeDepth" unit="">4</metric>
    <metric name="cts_tree" unit="">done</metric>
    <metric name="path_clk_slew" unit="ns">0.06</metric>
    <metric name="post_cts.repair.setup_buffers" unit="">0</metric>
  </group>
  <group name="global_route">
    <metric name="number_of_antenna_violations_at_the_first_check_in_global_routing" unit="">11</metric>
    <metric name="grt_pass1_vias" unit="">13000</metric>
    <metric name="grt_overflow" unit="">0</metric>
    <metric name="grt_first_pass_wirelength" unit="um">72000</metric>
    <metric name="track_usage" unit="%">19.1</metric>
    <metric name="pin_count_of_the_biggest_net_entering_global_routing" unit="">69</metric>
  </group>
  <group name="worst_setup_path">
    <metric name="crit_chain" unit="">clkdlybuf4s50_1 &gt; inv_1 &gt; ha_2 &gt; buf_4 &gt; nand2_1 &gt; or3_1 &gt; a21oi_1 &gt; clkdlybuf4s50_1</metric>
    <metric name="required_time_worst_endpoint" unit="ns">18.56</metric>
    <metric name="crit_type" unit="">in -&gt; out</metric>
    <metric name="max_stage_delay" unit="ns">0.55</metric>
    <metric name="setup.worst_path.end_class" unit="">output pin</metric>
    <metric name="cp-start-kind" unit="">input port</metric>
    <metric name="worst_path_max_delay_cell" unit="">sky130_fd_sc_hd__nand2_1</metric>
    <metric name="crit_path_max_fanout" unit="">59</metric>
    <metric name="worstPathArrival" unit="ns">7.79</metric>
    <metric name="worst_path_most_repeated_cell" unit="">sky130_fd_sc_hd__clkdlybuf4s50_1</metric>
  </group>
  <group name="final_layout">
    <metric name="areaGrowthSynthToFinish" unit="%">16.6</metric>
    <metric name="share_of_post_route_cells_with_drive_strength_above_1" unit="%">4.93</metric>
    <metric name="layout.filler_cells" unit="">4734</metric>
    <metric name="final_util" unit="%">35.7</metric>
  </group>
  <group name="outcome">
    <metric name="outcome" unit="">finished clean</metric>
  </group>
  <group name="floorplan">
    <metric name="fp-row-count" unit="">78</metric>
    <metric name="coreArea" unit="um^2">45600</metric>
    <metric name="fp-utilization" unit="%">30.6</metric>
    <metric name="fp.dieArea" unit="um^2">47400</metric>
    <metric name="chipHeight" unit="um">218</metric>
    <metric name="io_pins" unit="">135</metric>
    <metric name="die_width" unit="um">218</metric>
  </group>
  <group name="power">
    <metric name="power_leakage" unit="nW">5.94</metric>
    <metric name="vdd.ir_drop.worst" unit="uV">41.1</metric>
    <metric name="power.density" unit="nW/um^2">41.6</metric>
  </group>
  <group name="hold_path">
    <metric name="worst_hold_path_class" unit="">reg -&gt; reg</metric>
  </group>
  <group name="run">
    <metric name="timing.max_cap.violations" unit="">0</metric>
    <metric name="stage_log_warnings" unit="">28</metric>
  </group>
</metrics>
## critical path: cells and delay by family
| family | cells | cell delay, ns |
|---|---|---|
| AND-OR/OR-AND | 1 | 0.15 |
| adder cells (fa/ha/maj) | 1 | 0.31 |
| buffers and inverters | 4 | 1.56 |
| AND/OR/NAND/NOR | 2 | 1.04 |
## cell type report
| type | count | area [um^2] | share of cell area [%] |
|---|---|---|---|
| diodes | 7 | 17.5 | 0.108 |
| inverters | 41 | 154 | 0.947 |
| well taps | 600 | 751 | 4.62 |
| repair buffers | 156 | 1510 | 9.27 |
| flip-flops and latches | 170 | 3410 | 21.0 |
| clock buffers | 18 | 439 | 2.70 |
| multi-input cells | 1692 | 9870 | 60.7 |
| clock inverters | 14 | 115 | 0.708 |
## per-layer routing
layer,global-route usage (%),up-vias
met5,0,-
met4,3.57,10
met3,4.27,62
met2,26.2,469
met1,30.6,6727
li1,-,7416
## final timing paths
check | startpoint | to | slack [ns] | depth (start not counted)
setup / recovery | mul_type[0] | p[6] | 10.77 | 8
hold / removal | b_reg[5] | b_reg[5] | 0.45 | 2
setup reg to reg | a_reg[1] | accumulator[47] | 19.49 | 10
hold reg to reg | b_reg[5] | b_reg[5] | 0.45 | 2
## cell usage in the layout (no fill, tap or decap), drive strengths merged, types with 18 or more instances in the layout
cell type	synthesis	routed
inv	40	44
xor2	51	51
a21oi	254	254
buf	18	22
nor4	21	21
nor3	55	55
xnor2	65	65
nand2	380	380
a21o	33	33
nand2b	19	19
a22oi	34	34
dfxtp	170	170
nand4	27	27
o31ai	24	24
or3	28	28
clkdlybuf4s50	0	134
o21ai	188	188
nand3	54	54
ha	72	72
clkbuf	106	18
a311oi	19	19
nor2	166	166
## cells by family after synthesis
logic type / after synthesis / synth area share, %
AND-OR/OR-AND: 679 / 29.5
adder cells (fa/ha/maj): 73 / 6.60
multiplexers: 5 / 0.359
flip-flops: 170 / 24.4
AND/OR/NAND/NOR: 819 / 26.8
XOR/XNOR: 116 / 7.28
buffers and inverters: 167 / 5.05
## power breakdown
part           total, mW  switching, mW  leakage [nW]  internal (mW)
logic              0.102         0.0644          4.30         0.0373
clock network      0.275          0.134         0.269          0.141
registers          0.300        0.00395          1.37          0.296
## through the flow
stage	power, mW	worst slack, ns	std cells	instance area (um^2)
after floorplan	0.371	12.64	2029	13900
after global placement	0.406	10.85	2659	15700
after detailed placement	0.407	10.81	2659	15700
after CTS	0.683	10.80	2691	16200
after global routing	0.707	10.59	2693	16200
final	0.676	10.77	2698	16300
No activity file was given, so power comes from the tool's default toggle rates.
