<file path="./design.v">
interface banked_mem_itf(
    input   bit         clk,
    input   bit         rst
);
    logic   [31:0]      addr;
    logic               read;
    logic               write;
    logic   [63:0]      wdata;
    logic               ready;
    logic   [31:0]      raddr;
    logic   [63:0]      rdata;
    logic               rvalid;
    bit                 error = 1'b0;
    modport dut (
        input           clk,
        input           rst,
        output          addr,
        output          read,
        output          write,
        output          wdata,
        input           ready,
        input           raddr,
        input           rdata,
        input           rvalid
    );
    modport mem (
        input           clk,
        input           rst,
        input           addr,
        input           read,
        input           write,
        input           wdata,
        output          ready,
        output          rdata,
        output          raddr,
        output          rvalid,
        output          error
    );
    modport mon (
        input           clk,
        input           rst,
        input           addr,
        input           read,
        input           write,
        input           wdata,
        input           ready,
        input           rdata,
        input           raddr,
        input           rvalid,
        input           error
    );
endinterface
interface mem_itf(
    input   bit         clk,
    input   bit         rst
);
    logic   [31:0]      addr;
    logic   [3:0]       rmask;
    logic   [3:0]       wmask;
    logic   [31:0]      rdata;
    logic   [31:0]      wdata;
    logic               resp;
    bit                 error = 1'b0;
    modport dut (
        input           clk,
        input           rst,
        output          addr,
        output          rmask,
        output          wmask,
        input           rdata,
        output          wdata,
        input           resp
    );
    modport mem (
        input           clk,
        input           rst,
        input           addr,
        input           rmask,
        input           wmask,
        output          rdata,
        input           wdata,
        output          resp,
        output          error
    );
    modport mon (
        input           clk,
        input           rst,
        input           addr,
        input           rmask,
        input           wmask,
        input           rdata,
        input           wdata,
        input           resp,
        output          error
    );
endinterface
interface mon_itf(
    input   bit             clk,
    input   bit             rst
);
            logic           valid [8];
            logic   [63:0]  order [8];
            logic   [31:0]  inst [8];
            logic           halt [8];
            logic   [4:0]   rs1_addr [8];
            logic   [4:0]   rs2_addr [8];
            logic   [31:0]  rs1_rdata [8];
            logic   [31:0]  rs2_rdata [8];
            logic   [4:0]   rd_addr [8];
            logic   [31:0]  rd_wdata [8];
            logic   [31:0]  pc_rdata [8];
            logic   [31:0]  pc_wdata [8];
            logic   [31:0]  mem_addr [8];
            logic   [3:0]   mem_rmask [8];
            logic   [3:0]   mem_wmask [8];
            logic   [31:0]  mem_rdata [8];
            logic   [31:0]  mem_wdata [8];
            bit             error = 1'b0;
endinterface
package rv32i_types;
  typedef enum bit [6:0] {
    lui_opcode   = 7'b0110111,  
    auipc_opcode = 7'b0010111,  
    jal_opcode   = 7'b1101111,  
    jalr_opcode  = 7'b1100111,  
    br_opcode    = 7'b1100011,  
    load_opcode  = 7'b0000011,  
    store_opcode = 7'b0100011,  
    imm_opcode   = 7'b0010011,  
    reg_opcode   = 7'b0110011,   
    csr_opcode   = 7'b1110011   
  } rv32i_opcode;
  typedef enum bit [2:0] {
    add_funct3  = 3'b000,   
    sll_funct3  = 3'b001,
    slt_funct3  = 3'b010,
    sltu_funct3 = 3'b011,
    axor_funct3 = 3'b100,
    sr_funct3   = 3'b101,   
    aor_funt3   = 3'b110,
    aand_funct3 = 3'b111
  } arith_funct3_t;
  typedef enum bit [2:0] {
    beq_funct3  = 3'b000,
    bne_funct3  = 3'b001,
    blt_funct3  = 3'b100,
    bge_funct3  = 3'b101,
    bltu_funct3 = 3'b110,
    bgeu_funct3 = 3'b111
  } branch_funct3_t;
  typedef enum bit [2:0] {
    lb_funct3  = 3'b000,
    lh_funct3  = 3'b001,
    lw_funct3  = 3'b010,
    lbu_funct3 = 3'b100,
    lhu_funct3 = 3'b101
  } load_funct3_t;
  typedef enum bit [2:0] {
    sb_funct3 = 3'b000,
    sh_funct3 = 3'b001,
    sw_funct3 = 3'b010
  } store_funct3_t;
  typedef enum bit [6:0] {
    base_funct7    = 7'b0000000,
    variant_funct7 = 7'b0100000,
    multiply_funct7 = 7'b0000001
  } arith_funct7_t;
  typedef enum bit [2:0] {
    add_alu_op = 3'b000,
    sll_alu_op = 3'b001,
    sra_alu_op = 3'b010,
    sub_alu_op = 3'b011,
    xor_alu_op = 3'b100,
    srl_alu_op = 3'b101,
    or_alu_op  = 3'b110,
    and_alu_op = 3'b111
  } alu_ops_t;
  typedef enum bit [2:0] {
    beq_cmp_op  = 3'b000,
    bne_cmp_op  = 3'b001,
    blt_cmp_op  = 3'b100,
    bge_cmp_op  = 3'b101,
    bltu_cmp_op = 3'b110,
    bgeu_cmp_op = 3'b111
  } cmp_ops_t;
  typedef enum bit [2:0] {
    mul_funct3 = 3'b000,
    mulh_funct3 = 3'b001,
    mulhsu_funct3 = 3'b010,
    mulhu_funct3 = 3'b011,
    div_funct3 = 3'b100,
    udiv_funct3 = 3'b101,
    rem_funct3 = 3'b110,
    urem_funct3 = 3'b111
  } mul_funct3_t;
  typedef enum bit [1:0] {
    mul_unsigned_unsigned = 2'b00,
    mul_signed_signed = 2'b01,
    mul_signed_unsigned = 2'b10
  } mul_type_t;
  typedef enum bit [2:0] {
    lb_mem  = 3'b000,
    lh_mem  = 3'b001,
    lw_mem  = 3'b010,
    lbu_mem = 3'b100,
    lhu_mem = 3'b101
  } load_ops_t;
  typedef enum bit [2:0] {
    sb_mem = 3'b000,
    sh_mem = 3'b001,
    sw_mem = 3'b010
  } store_ops_t;
  typedef struct packed {
    logic [31:0] pc;
    logic [31:0] pc_next;
    logic [63:0] order;
    logic        valid;
    logic [31:0] inst;
    logic [4:0]  rs1_s;
    logic [4:0]  rs2_s;
    logic [31:0] rs1_v;
    logic [31:0] rs2_v;
    logic [4:0]  rd_s;
    logic [31:0] rd_d;
    logic [31:0] mem_addr;
    logic [3:0]  mem_rmask;
    logic [3:0]  mem_wmask;
    logic [31:0] mem_wdata;
    logic [31:0] mem_rdata;
  } rvfi_t;
endpackage
package cache_types;
  typedef enum bit [1:0] {
    Hit_Read_Clean = 2'b00,   
    Hit_Write_Dirty = 2'b01,   
    Miss_Replace = 2'b10   
  } Sram_op_t;
  typedef enum bit [1:0] {
    Way_A = 2'b11,
    Way_B = 2'b10,
    Way_C = 2'b01,
    Way_D = 2'b00
  } PLRU_Way_t;
  typedef enum bit [3:0] {
    Way_A_4 = 4'b1000,
    Way_B_4 = 4'b0100,
    Way_C_4 = 4'b0010,
    Way_D_4 = 4'b0001
  } PLRU_Way_4_t;
  typedef enum bit [1:0] {
    Hit = 2'b11,
    Dirty_Miss = 2'b10,
    Clean_Miss = 2'b01
  } Hit_Miss_t;
endpackage
module fetch (
    input logic clk,
    input logic rst,
    input logic move_fetch,
    input logic move_flush,
    input logic [31:0] pc_branch_target,
    input logic [63:0] order_branch_target,
    output logic [31:0] imem_addr,
    output logic [3:0] imem_rmask,
    output logic imem_rqst,
    output logic [31:0] pc,
    output logic [63:0] order,
    input logic [31:0] pc_next
);
  logic [31:0] pc_curr;
  logic [63:0] order_curr;
  logic [63:0] order_next;
  always_comb begin
    pc = pc_curr;
    order = order_curr;
    order_next = order + 64'h1;
    imem_addr = pc;
  end
  always_comb begin
    if (move_fetch) begin
      imem_rmask = '1;
      imem_rqst  = '1;
    end else begin
      imem_rmask = '0;
      imem_rqst  = '0;
    end
  end
  always_ff @(posedge clk) begin
    if (rst) begin
      pc_curr <= 32'h60000000;
      order_curr <= '0;
    end else begin
      if (move_flush) begin
        pc_curr <= pc_branch_target;
        order_curr <= order_branch_target;
      end else if (move_fetch) begin
        pc_curr <= pc_next;
        order_curr <= order_next;
      end
    end
  end
endmodule
</file>
<file path="./run.sh">
#!/bin/bash
# OpenROAD 26Q1-2900-gdf79404cd8, Yosys 0.63+post, stock flow scripts
make -C /OpenROAD-flow-scripts/flow DESIGN_CONFIG=/design/flow/config.mk WORK_HOME=/design/flow/orfs finish
</file>
<file path="./config.mk">
export PLATFORM = sky130hd
export DESIGN_NAME = fetch
export DESIGN_NICKNAME = fetch
export VERILOG_FILES = /design/flow/design.v
export SDC_FILE = /design/flow/constraint.sdc
export NUM_CORES = 4
export LEC_CHECK = 1
export CORE_AREA = 10 10 171 171
export DIE_AREA = 0 0 181 181
</file>
<file path="./constraint.sdc">
current_design fetch

set clk_period 9.1
set clk_io_pct 0.2

create_clock -name clk0 -period $clk_period [get_ports {clk}]

set non_clock_inputs [all_inputs -no_clocks]
set_input_delay [expr $clk_period * $clk_io_pct] -clock clk0 $non_clock_inputs
set_output_delay [expr $clk_period * $clk_io_pct] -clock clk0 [all_outputs]
</file>
==> results.txt <==
State of the implementation.

- According to the I/O placement log, the pin count is 265.
- The critical-path maximum fanout is 32, for reference.
- The top cell type's share of synthesized area is 0.338, for reference.
- Per the GRT log, the top usage layer is met2.
- As reported, the later end of the worst-skew pair has a clock insertion delay of 0.36 ns.
- Clock tree synthesis selected as its root buffer the cell clkbuf_16.
- Per the finish-stage timing summary, setup violations number 0.
- The critical setup path kind is input port to output pin, for reference.
- The synthesized netlist was found by Yosys to have 739 cells.
- The flip-flop and latch count after synthesis is 96, for reference.
- Looking at area per cell type in the netlist, the leader is dfxtp_1.
- The endpoint kind of the worst setup timing path is an output pin, for reference.
- The first global-routing pass estimated 36.2 mm of wire.
- The die boundary width is 181 µm, for reference.
- The run finished with clean final reports.
- The number of hold buffers added after CTS was 0.
- The timing report notes that buffer and inverter cells on the critical path total 3.
- The number of flops mapped to enable cells by yosys is 0, for reference.
- The global route stage reports its total congestion overflow as 0.
- In the final routed layout, each cell accounts on average for 18.5 µm.
- Before any placement, the netlist area is recorded as 5690 µm².
- The post-route clock skew is 0.0143 ns, for reference.
- The max-slew headroom at the worst pin is 0.429, for reference.
- Looking at the critical path, the single cell with the biggest stage delay is clkdlybuf4s50_1.
- Setup repair after global routing left no endpoint under its margin.
- The synthesis run shows the most used standard cells to be 112 x nor2_1, 96 x dfxtp_1, 55 x nand2_1.
- CTS added clock buffers totalling 9.
- OpenROAD emitted warnings numbering 25.
- The report lists the power per cell area as 128 nW/µm².
- The number of maximum-capacitance violations recorded for the run is 0.
- Relative to the synthesized area, the layout overhead comes to 51.4%.
- Looking at the worst setup and hold paths, the clock pins of their registers show a slew of 0.07 ns.
- After floorplanning, the die was sized to cover 32800 µm².
- The max-slew violation total from the final report is 0, for reference.
- The cell family contributing the most delay on the critical path is buffers and inverters.
- The starting DRC count in detailed routing is 310, for reference.
- The share of synthesized area occupied by flip-flops and latches is 0.338, for reference.
- The region available for standard cell placement spans 25300 µm².
- Hold is met by 0.560 ns.
- The leading cell type by number of instances after synthesis is nor2_1, for reference.
- The maximum resistive drop on vdd is 0.0000654 V, for reference.
- Per the post-route antenna check, the number of violating nets is 0.
- Entering global routing, the biggest net connects 68 pins.
- The via count of the first global-routing pass is 6079, for reference.
- The average footprint of a synthesized cell is 7.70 µm², for reference.
- For the pin with the worst max-slew slack, the measured transition is 0.849 ns.
- In the synthesized netlist the dominant register cell turns out to be dfxtp_1.
- Of the available clock period, the critical path in the final layout requires 0.578.
- In the global route stage, met2 resource usage came out at 0.214.
- No sink is reached through more buffers than the 2 on the longest clock path.
- The number of standard-cell rows in the floorplan is 58, for reference.
- The synthesized netlist has a Yosys-reported chip area of 5690 µm².
- The total power after layout is 1.10 mW, for reference.
- The share of final-layout standard cells stronger than drive strength 1 is 0.0362, for reference.
- The peak per-stage delay on the critical path is 0.57 ns, for reference.
- The vias per cell is 4.80, for reference.
- The buffers inserted during post-CTS setup optimization is 0, for reference.
- The global placement routability congestion is 0.826, for reference.
- The total of cells resized after clock tree synthesis is 0, for reference.
- The distinct cell type count of the synthesized netlist is 49, for reference.
- For this design the static power due to leakage is 2.98 nW.
- The count of input and output buffers is 264, for reference.
- The maximum level of the CTS H-tree is 3, for reference.
- For this run, design rule violations remaining after detail routing come to 0.
- Across all layers, the routed design uses 6095 vias.
- The clock net sink count is 96, for reference.
- The synthesized instance count is 739, for reference.
- The met1 track demand over resource is 0.177, for reference.
- Note that the worst hold path type here is register to register.
- The number of antenna violations at the first check in global routing is 1, for reference.
- In the synthesized netlist the async set-or-reset flop fraction comes to 0.
- The critical path goes through buf_2 > buf_4 > clkdlybuf4s50_1.
- The HPWL after detailed placement is 17.7 mm.
- The synthesis report lists the most area-consuming cells as dfxtp_1 34%, nor2_1 7.4%, mux2i_1 5.8%, buf_4 4.9%, a21oi_1 4.7%.
- The critical path launch point type is an input port, for reference.
- The setup TNS is 0 ns, for reference.
- The post-route minimum period is 5.26 ns, for reference.
- The data arrival time of the worst path is 3.44 ns, for reference.
- The synthesis report lists the Yosys warning total as 1.
- The met3 track demand over resource is 0.0661, for reference.
- The count of final hold-check violations is 0, for reference.
- The routed wire length is 23.4 mm, for reference.
- The required time of the worst setup path is 7.28 ns, for reference.
- The first-pass iteration count of the detailed router is 5, for reference.
- The overall fraction of global-route tracks in use is 0.137, for reference.
- The vertical die size is 181 µm, for reference.
- The initial utilization of the core area, before any placement, comes to 0.225.
- TritonCTS built the clock tree.
- The peak clock frequency supported by timing is 190 MHz, for reference.
## flip-flops by register name, indices dropped and copies added (netlist names)
| register | count |
|---|---|
| order_curr | 64 |
| pc_curr | 32 |
## cell families after synthesis
group / synth area share
AND-OR/OR-AND: 0.163
XOR/XNOR: 0.0477
adder cells (fa/ha/maj): 0.00220
buffers and inverters: 0.0985
flip-flops: 0.338
multiplexers: 0.0580
AND/OR/NAND/NOR: 0.293
## worst register-to-register path, cell delays in order, from the launching register on
cell       delay, ns
dfxtp_1         0.46
nand3_1         0.17
or4_1           0.52
buf_4           0.22
or4_1           0.81
o21a_1          0.28
a2111oi_1       0.31
## where the power goes
part	leakage [nW]	switching, mW	internal, mW
registers	0.796	0.0376	0.449
clock network	0.141	0.186	0.205
logic	2.04	0.0771	0.149
## placed cells by master (no fill, tap or decap), types with 9 or more instances in the layout
cell / instances
clkdlybuf4s50_1: 261
nor2_1: 112
dfxtp_1: 96
nand2_1: 55
a21oi_1: 54
mux2i_1: 33
nand3_1: 27
a211oi_1: 24
xnor2_1: 23
nand4_1: 22
inv_1: 20
nor4_1: 17
and4_1: 16
nor3_1: 14
a311oi_1: 13
or4_1: 12
o21ai_0: 11
buf_4: 11
and3_1: 9
clkbuf_16: 9
## per-layer routing
layer  wire length, µm  share of wire
met1             10100           0.43
met5                 0              0
met4               253          0.011
met3              2670           0.11
met2             10400           0.44
## final timing paths
kind                        from        endpoint  slack, ns  cells past startpoint
hold / removal    order_curr[54]  order_curr[54]       0.56                      2
setup reg to reg   order_curr[8]  order_curr[57]       6.21                      6
hold reg to reg   order_curr[54]  order_curr[54]       0.56                      2
setup / recovery      move_fetch   imem_rmask[1]       3.84                      3
## through the flow
step	instances	area [µm²]	setup slack [ns]	util
global route	1268	8620	3.75	0.340
CTS	1268	8620	3.82	0.340
global placement	1252	8320	3.81	0.329
detailed placement	1252	8320	3.83	0.329
finish	1269	8620	3.84	0.340
floorplan	739	5690	5.36	-
## final cells by class
class / count / area (µm²)
multi-input combinational: 532 / 3210
timing repair buffer: 273 / 2700
sequential: 96 / 1920
inverter: 21 / 78.8
antenna: 1 / 2.50
clock inverter: 4 / 36.3
fill: 2608 / 16700
clock buffer: 12 / 256
tap: 330 / 413
No activity file was given, so power comes from the tool's default toggle rates.
